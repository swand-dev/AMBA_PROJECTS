==> ./design.v <==
module APB_INT_Count#(
    parameter DATA_WIDTH = 32,
    parameter ADDR_WIDTH = 16
) 
(
    input  wire                     PCLK,         
    input  wire                     PRESETn,      
    input  wire                     PSEL,         
    input  wire                     PENABLE,      
    input  wire                     PWRITE,       
    input  wire [ADDR_WIDTH-1:0]    PADDR,        
    input  wire [DATA_WIDTH-1:0]    PWDATA,       
    output reg  [DATA_WIDTH-1:0]    PRDATA,       
    output reg                      PREADY,       
    output reg                      PSLVERR,      
    output  wire                    linux_irq,    
    output  wire                    lim_irq,      
    output  wire                    itim_irq,     
    input  wire                     linux_ack,    
    input  wire                     lim_ack,      
    input  wire                     itim_ack      
);
    reg [DATA_WIDTH-1:0] control_regs[0:3];           
    reg [DATA_WIDTH-1:0] linux_count[0:9];            
    reg [DATA_WIDTH-1:0] lim_count[0:9];              
    reg [DATA_WIDTH-1:0] itim_count[0:9];             
    reg invalid_access;   
    task shift_up(output reg [DATA_WIDTH-1:0] count_array[0:9]);
        integer i;
        for (i = 9; i > 0; i = i - 1) begin
            count_array[i] = count_array[i - 1];
        end
    endtask
    always @(posedge PCLK) begin
        if (!PRESETn) begin
            integer x;
            for (x = 0; x < 10; x = x + 1) begin
                linux_count[x] <= {DATA_WIDTH{1'b0}};
            end
        end else if (linux_irq) begin
            linux_count[0] <= linux_count[0] + 1;
        end else if (linux_ack) begin
            integer j;
            for (j = 9; j > 0; j = j - 1) begin
                linux_count[j] <= linux_count[j-1];
            end
            linux_count[0] <= 0;
        end
    end
    always @(posedge PCLK) begin
        if (!PRESETn) begin
            integer y;
            for (y = 0; y < 10; y = y + 1) begin
                lim_count[y] <= {DATA_WIDTH{1'b0}};
            end
        end else if (lim_irq) begin
            lim_count [0] <= lim_count[0] + 1;
        end else if (lim_ack) begin
            integer k;
            for (k = 9; k > 0; k = k - 1) begin 
                lim_count[k] <= lim_count[k-1];
            end
            lim_count[0] <= 0;
        end
    end
    always @(posedge PCLK) begin
        if (!PRESETn) begin
            integer z;
            for (z = 0; z < 10; z = z + 1) begin
                itim_count[z] <= {DATA_WIDTH{1'b0}};
            end
        end else if (itim_irq) begin
            itim_count [0] <= itim_count[0] + 1;
        end else if (itim_ack) begin
            integer l;
            for (l = 9; l > 0; l = l - 1) begin
                itim_count[l] <= itim_count[l-1];
            end
            itim_count[0] <= 0;
        end
    end 
    localparam [31:0] VERSION = 32'h0000_0001;  
    assign linux_irq = control_regs[1][0];
    assign lim_irq = control_regs[2][0];
    assign itim_irq = control_regs[3][0];
    always @(posedge PCLK or negedge PRESETn) begin
        if (!PRESETn) begin
            integer i;
            for (i = 1; i < 4; i = i + 1) control_regs[i] <= {DATA_WIDTH{1'b0}};
            PREADY <= 1'b0;
            PRDATA <= {DATA_WIDTH{1'b0}};
            PSLVERR <= 1'b0;
            invalid_access <= 1'b0;
        end else begin
            PREADY <= 1'b1;
            PSLVERR <= 1'b0;
            if (linux_ack) begin
                control_regs[1][0] <= 0;
            end
            if (lim_ack) begin
                control_regs[2][0] <= 0;
            end            
            if (itim_ack) begin
                control_regs[3][0] <= 0;
            end
            invalid_access <= 1'b0;
            if (PSEL && PENABLE) begin
                if (PWRITE) begin  
                    case (PADDR)
                        16'h0000, 16'h0004, 16'h0008, 16'h000C:
                            control_regs[(PADDR >> 2)] <= PWDATA;
                        default: begin
                            invalid_access <= 1'b1;   
                        end
                    endcase
                end else begin
                    case (PADDR)
                        16'h0000: PRDATA <= VERSION;
                        16'h0004, 16'h0008, 16'h000C: PRDATA <= control_regs[(PADDR >> 2)];
                        16'h0010: PRDATA <= linux_count[0];
                        16'h0014: PRDATA <= linux_count[1];
                        16'h0018: PRDATA <= linux_count[2];
                        16'h001C: PRDATA <= linux_count[3];
                        16'h0020: PRDATA <= linux_count[4];
                        16'h0024: PRDATA <= linux_count[5];
                        16'h0028: PRDATA <= linux_count[6];
                        16'h002C: PRDATA <= linux_count[7];
                        16'h0030: PRDATA <= linux_count[8];
                        16'h0034: PRDATA <= linux_count[9];
                        16'h0040: PRDATA <= lim_count[0];
                        16'h0044: PRDATA <= lim_count[1];
                        16'h0048: PRDATA <= lim_count[2];
                        16'h004C: PRDATA <= lim_count[3];
                        16'h0050: PRDATA <= lim_count[4];
                        16'h0054: PRDATA <= lim_count[5];
                        16'h0058: PRDATA <= lim_count[6];
                        16'h005C: PRDATA <= lim_count[7];
                        16'h0060: PRDATA <= lim_count[8];
                        16'h0064: PRDATA <= lim_count[9];
                        16'h0080: PRDATA <= itim_count[0];
                        16'h0084: PRDATA <= itim_count[1];
                        16'h0088: PRDATA <= itim_count[2];
                        16'h008C: PRDATA <= itim_count[3];
                        16'h0090: PRDATA <= itim_count[4];
                        16'h0094: PRDATA <= itim_count[5];
                        16'h0098: PRDATA <= itim_count[6];
                        16'h009C: PRDATA <= itim_count[7];
                        16'h00A0: PRDATA <= itim_count[8];
                        16'h00A4: PRDATA <= itim_count[9];
                        default: begin
                            PRDATA <= {DATA_WIDTH{1'b0}};   
                            invalid_access <= 1'b1;         
                        end
                    endcase
                end 
                if (invalid_access) begin
                    PSLVERR <= 1'b1;
                    PREADY <= 1'b0;   
                end else begin
                    PSLVERR <= 1'b0;
                    PREADY <= 1'b1;   
                end
            end else begin
                    PREADY <= 1'b0;   
            end
        end
    end
endmodule
==> ./run.sh <==
#!/bin/bash
# OpenROAD 26Q1-2900-gdf79404cd8, Yosys 0.63+post, stock flow scripts
make -C /OpenROAD-flow-scripts/flow DESIGN_CONFIG=/design/flow/config.mk WORK_HOME=/design/flow/orfs finish
==> ./config.mk <==
export PLATFORM = sky130hd
export DESIGN_NAME = APB_INT_Count
export DESIGN_NICKNAME = APB_INT_Count
export VERILOG_FILES = /design/flow/design.v
export SDC_FILE = /design/flow/constraint.sdc
export NUM_CORES = 4
export LEC_CHECK = 1
export CORE_UTILIZATION = 40
export SYNTH_HDL_FRONTEND = slang
==> ./constraint.sdc <==
current_design APB_INT_Count

set clk_period 34.1
set clk_io_pct 0.2

create_clock -name clk0 -period $clk_period [get_ports {PCLK}]

set non_clock_inputs [all_inputs -no_clocks]
set_input_delay [expr $clk_period * $clk_io_pct] -clock clk0 $non_clock_inputs
set_output_delay [expr $clk_period * $clk_io_pct] -clock clk0 [all_outputs]
==> impl_report.txt <==
PHYSICAL IMPLEMENTATION REPORT
----------------------------------------------------
[Outcome]
  Run status ........................ finished, final reports clean

[Drt]
  Ratio of routed vias to standard cells ........................ about 5.8
  Antenna Violating Nets Remaining ........................ 0
  Post-route DRC ........................ 0
  Initial DRT Pass Iterations ........................ 9
  Avg WL per Cell ........................ ~28 um
  Violation count after the first detailed-routing iteration ........................ between 2,000 and 3,000
  Total via count after detailed routing ........................ between 30,000 and 40,000
  Detailed-route wire length ........................ between 100,000 and 150,000 um

[Clock tree]
  Post-CTS setup buffers ........................ 0
  Insertion Delay late pin ........................ 0.72 ns
  Max Buffers Root-to-Sink ........................ 3
  CTS root buf ........................ clkbuf_16
  Number of hold buffers added after CTS ........................ 0
  Sinks on Clock Net ........................ ~1,100
  TritonCTS clock tree ........................ done
  Inserted Clock Buffers ........................ ~110
  Number of resized instances in the post-cts repair step ........................ 0
  Max H-tree Level ........................ 3
  Clock slew at reported path FFs ........................ around 0.060 ns

[Global routing]
  Antenna violations before repair ........................ 3
  First-pass GRT wire length ........................ 219,000 um
  Largest net degree at the start of global routing ........................ 89
  GRT overflow ........................ 0
  Via count of the first global-routing pass ........................ 31,204
  Global-route total usage across every layer ........................ 0.264

[Yosys]
  Fraction of post-synthesis cell area in the top cell type by area ........................ 0.591
  Commonest register cell after synthesis ........................ edfxtp_1
  Mean cell area of the mapped netlist ........................ between 10 and 15 um2
  Dominant cell type by area after synthesis ........................ edfxtp_1
  Yosys cell count ........................ between 3,000 and 4,000
  Count of state elements after synthesis ........................ 1,091
  Synthesized cell area ........................ 48,800 um2
  Number of synthesized flops with an enable pin ........................ between 900 and 1,000
  Number of synthesis warnings ........................ 0
  Largest cells by area after synthesis ........................ edfxtp_1 (59%), and2_1 (11%), dfrtp_1 (6.7%)
  Post-synthesis cell type count ........................ 57
  Instance tally after logic synthesis ........................ about 3,500
  Seq/Total Area, Yosys ........................ 0.658
  Fraction of synthesis flops using an asynchronous set or reset pin ........................ 0.120
  Chip area in the Yosys report ........................ between 40,000 and 50,000 um2

[Worst setup path]
  Data required, critical path ........................ roughly 35 ns
  CP max FO ........................ 82
  Register-to-register path setup slack ........................ just over 30 ns
  Endpoint of the most critical register-to-register path ........................ lim_count[5][22]
  Crit path capture type ........................ flop
  Beginning of the worst register-to-register path ........................ lim_irq
  Capturing element of the worst setup path ........................ itim_count[2][17]
  Worst Reg2Reg Path Length in Cells ........................ 4
  Critical Path Source Type ........................ input port
  Crit Path Class ........................ input port to flop
  Data arrival time of the worst path ........................ 10.64 ns
  Crit path from ........................ PRESETn

[Finish]
  Most common cell after layout, fill and taps aside ........................ edfxtp_1
  Area taken by flip-flops and latches ........................ between 30,000 and 40,000 um2
  Share of layout cells above drive strength 1 ........................ 0.130
  Signed area change from the synthesized netlist to the final layout ........................ 12.6%
  Fin area ........................ about 55,000 um2
  Dominant logic cell types in the final layout ........................ edfxtp_1 (960), and2_1 (866), a22oi_1 (236)
  Finished Core Util ........................ 0.456
  Fillers ........................ between 10,000 and 15,000
  Logic cell area ........................ between 15,000 and 20,000 um2

[Power]
  Final Power ........................ roughly 2.9 mW
  P_leak ........................ 20.7 nW
  Power density over the cells ........................ between 50 and 60 nW/um2
  Peak supply drop ........................ between 0.00004 and 0.00005 V

[Floorplanning]
  Chip Height ........................ between 300 and 400 um
  Core Area ........................ 120,000 um2
  Row count ........................ about 130
  Die Width ........................ between 300 and 400 um
  Initial Utilization ........................ 0.405
  Chip area ........................ approximately 120,000 um2
  Total I/O pin count ........................ 93

[Timing]
  Worst Max-Slew Pin Slew ........................ 0.894 ns
  Fmax achieved ........................ 0.0994 GHz
  Clock tree skew after final layout ........................ 0.0254 ns
  Total negative slack for setup checks ........................ 0 ns
  Tcrit/Tclk final ........................ 0.295
  Relative slew slack ........................ 0.404
  Final Setup Violations ........................ 0
  Unrepaired setup endpoints after global routing ........................ no
  Endpoints failing hold ........................ 0
  Total count of max-transition violations in the final report ........................ 0
  Time the worst path needs with I/O delays and setup ........................ about 10 ns

[Place]
  Routability congestion estimate from global placement ........................ 0.909
  Area after detailed placement ........................ 51,300 um2
  Half-perimeter wire length after detailed placement ........................ 87,600 um
  Quantity of I/O buffers inserted on ports ........................ 92

[Min path]
  Hold/Removal Path Class ........................ flop to flop

[Flow run]
  Total number of warnings across the stage logs ........................ 26
  Max Cap Viol ........................ 0

----------------------------------------------------
==> cell usage after synthesis, types with 9 or more instances <==
master	instances
nand3_1	81
nor4_1	13
inv_1	16
xnor2_1	33
a21oi_2	9
nand4_1	79
a222oi_1	31
nor4_4	30
xor2_1	51
nor3_1	35
buf_2	46
a21oi_1	54
edfxtp_1	960
nand2_1	40
or3_1	10
a22oi_1	236
and3_1	22
o21ai_0	16
buf_6	34
and2_1	867
nor2_1	166
buf_4	34
clkbuf_1	129
a221oi_1	110
dfrtp_1	131
o2bb2ai_1	9
mux2_2	125
a22o_1	101
==> sequential cells by signal, indices dropped and copies added (netlist names) <==
name and cells:
itim_count 320, lim_count 320, linux_count 320, control_regs 93, PRDATA 32, PREADY 1, PSLVERR 1, invalid_access 1
itim_irq 1, lim_irq 1, linux_irq 1
==> per-stage QoR <==
stage	cells	worst slack (ns)	hold WS, ns
after global placement	5099	23.38	0.471
after global routing	5311	23.82	0.490
final	5312	24.04	0.461
after floorplan	3521	5.84	0.396
after detailed placement	5099	23.36	0.455
after CTS	5311	24.11	0.468
==> worst max-delay path: stages <==
cell and delay [ns]:
buf_6 0.51, buf_4 0.54, nor3b_2 0.24, buf_4 0.60
buf_4 0.69, buf_4 0.71, and2_1 0.23
==> logic make-up after synthesis <==
kind of cell | count (synthesis) | synth area share
AOI/OAI and AO/OA | 574 | 0.0924
buffers and inverters | 264 | 0.0301
muxes | 125 | 0.0288
adders and majority gates | 3 | 0.000769
and+or+nand+nor | 1380 | 0.175
xor gates and xnor gates | 84 | 0.0151
DFF | 1091 | 0.658
==> cell type report <==
class | count | share of cell area
well taps | 1612 | 0.0367
clock buffers | 149 | 0.0567
multi-input cells | 2166 | 0.279
clock inverters | 63 | 0.00898
flip-flops and latches | 1091 | 0.585
diodes | 1 | 0.0000456
repair buffers | 214 | 0.0333
inverters | 16 | 0.00109
==> metal layers <==
layer,wire [um],vias to the layer above,global-route usage
met5,33,-,0.00392
met4,6320,4,0.0871
met3,21100,320,0.154
met2,66500,1710,0.372
met1,55900,15179,0.358
li1,-,13463,-
==> how the worst min path moves through the flow <==
stage     endpoint  depth (start not counted)  slack, ns            from
6_report    PREADY                          1       0.46  invalid_access
5_1_grt     PREADY                          1       0.49  invalid_access
4_1_cts     PREADY                          1       0.47  invalid_access
==> power breakdown <==
group / switching, mW / total, mW / internal, mW
Sequential: 0.0510 / 1.58 / 1.53
Clock: 0.530 / 1.22 / 0.686
Combinational: 0.0688 / 0.108 / 0.0396
No activity file was given, so power comes from the tool's default toggle rates.
