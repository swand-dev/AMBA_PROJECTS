[design/flow/config.mk]
export PLATFORM = sky130hd
export DESIGN_NAME = apb_interface
export DESIGN_NICKNAME = apb_interface
export VERILOG_FILES = /design/flow/design.v
export SDC_FILE = /design/flow/constraint.sdc
export NUM_CORES = 4
export LEC_CHECK = 1
export CORE_AREA = 10 10 106 106
export DIE_AREA = 0 0 116 116
export SYNTH_HDL_FRONTEND = slang
[design/flow/constraint.sdc]
current_design apb_interface

set clk_period 2.2
set clk_io_pct 0.2

create_clock -name clk0 -period $clk_period [get_ports {PCLK}]

set non_clock_inputs [all_inputs -no_clocks]
set_input_delay [expr $clk_period * $clk_io_pct] -clock clk0 $non_clock_inputs
set_output_delay [expr $clk_period * $clk_io_pct] -clock clk0 [all_outputs]
[design/flow/design.v]
`timescale 1ns / 1ps
module control_logic #(
    parameter CONTROL_WIDTH = 32,
    parameter ENABLE_BIT    = 0
)(
    input  wire                     PCLK,
    input  wire                     PRESETn,
    input  wire [CONTROL_WIDTH-1:0] ctrl_write_data,
    input  wire                     write_en,       
    input  wire                     ack_in,
    output wire                     enable,         
    output reg                      irq,            
    output reg  [CONTROL_WIDTH-1:0] control_reg,
    output reg                      shift_en
);
    assign enable = control_reg[ENABLE_BIT];
    always @(posedge PCLK or negedge PRESETn) begin
        if (!PRESETn) begin
            control_reg <= {CONTROL_WIDTH{1'b0}};
            irq         <= 1'b0;
            shift_en    <= 1'b0;
        end
        else begin
            if (write_en) begin
                control_reg <= ctrl_write_data;
                if (ctrl_write_data[ENABLE_BIT]) begin
                    irq <= 1'b1;
                end else begin
                    irq <= 1'b0;
                    shift_en <= 1'b0;
                end
            end
            else if (ack_in) begin
                control_reg <= {CONTROL_WIDTH{1'b0}};
                irq <= 1'b0;
                shift_en <= 1'b0;
            end
        end
    end
endmodule
`timescale 1ns / 1ps
module counter #(
    parameter n=32)
(
    input wire clk,
    input wire reset_n,
    input wire enable,
    output reg [n-1:0] count);
always @(posedge clk or negedge reset_n) begin
        if(!reset_n)
            count <= {n{1'b0}};
        else if(enable)
            count <= count+1;
    end
endmodule
`timescale 1ns / 1ps
module INTH_CC( 
    input   wire            PCLK,
    input   wire            PRESETn,
    input   wire            PSEL,
    input   wire            PENABLE,
    input   wire            PWRITE,
    input   wire    [31:0]  PADDR,
    input   wire    [31:0]  PWDATA,
    input   wire    [31:0]  ctrl_reg,
    input   wire            ack_in,
    output  wire            irq,
    output  reg     [31:0]  values [9:0],
    output  wire    [31:0]  value0, value1, value2, value3, value4, value5, value6, value7, value8, value9
);
    wire write_en;
    wire enable;
    wire counter_en;
    assign write_en = (PSEL && PENABLE && PWRITE && (PADDR[15:0] == 16'h0004));
    assign counter_en = enable;
    wire            [31:0]  count_out;
    wire                    irq_signal;
    wire                    shift_en;
    control_logic u_control_logic (
        .PCLK               (PCLK),
        .PRESETn            (PRESETn),
        .ctrl_write_data    (PWDATA),   
        .write_en           (write_en), 
        .ack_in             (ack_in),
        .enable             (enable),
        .irq                (irq),
        .control_reg        (control_reg),
        .shift_en           (shift_en)
    );
    counter u_counter (
        .clk                (PCLK),
        .reset_n            (PRESETn),
        .enable             (enable),
        .count              (count_out)
    );
    sns_module u_sns_module (
        .clk                (PCLK),
        .reset_n            (PRESETn),
        .shift_en           (shift_en),
        .new_value          (count_out),
        .value0             (value0),
        .value1             (value1),
        .value2             (value2),
        .value3             (value3),
        .value4             (value4),
        .value5             (value5),
        .value6             (value6),
        .value7             (value7),
        .value8             (value8),
        .value9             (value9)
);    
endmodule
`timescale 1ns / 1ps
module apb_interface (
    input  wire        PCLK,
    input  wire        PRESETn,
    input  wire        PSEL,
    input  wire        PENABLE,
    input  wire        PWRITE,
    input  wire [31:0] PADDR,
    input  wire [31:0] PWDATA,
    output reg  [31:0] PRDATA,
    output wire        PREADY,
    output reg         PSLVERR,
    input  wire        ack_in,
    output wire        irq
);
    parameter test = 7;
    reg [31:0] ctrl_reg;
    assign PREADY = PSEL && PENABLE;
    wire [31:0] value0, value1, value2, value3, value4, value5, value6, value7, value8, value9;
    INTH_CC u_inth_cc (
        .PCLK     (PCLK),
        .PRESETn  (PRESETn),
        .PSEL     (PSEL),
        .PENABLE  (PENABLE),
        .PWRITE   (PWRITE),
        .PADDR    (PADDR),
        .PWDATA   (PWDATA),
        .ack_in   (ack_in),
        .irq      (irq),
        .ctrl_reg (ctrl_reg),  
        .value0   (value0),
        .value1   (value1),
        .value2   (value2),
        .value3   (value3),
        .value4   (value4),
        .value5   (value5),
        .value6   (value6),
        .value7   (value7),
        .value8   (value8),
        .value9   (value9)
);
    always @(posedge PCLK or negedge PRESETn) begin
        if (!PRESETn) begin
            ctrl_reg <= 32'b0;
            PSLVERR  <= 1'b0;
        end else if (PSEL && PENABLE && PWRITE) begin
            case (PADDR[15:0])
                16'h0004: begin
                    ctrl_reg <= PWDATA;
                    PSLVERR  <= 1'b0;
                end
                32'h10, 32'h14, 32'h18, 32'h1C,
                32'h20, 32'h24, 32'h28, 32'h2C,
                32'h30, 32'h34: begin
                    PSLVERR <= 1'b1;
                end
                default: begin
                    PSLVERR <= 1'b1;  
                end
            endcase
        end else begin
            PSLVERR <= 1'b0;  
        end
    end
    always @(*) begin
        PRDATA  = 32'h00000000;
        PSLVERR = 1'b0;
        if (PSEL && !PWRITE) begin
            case (PADDR[7:0])
                16'h04: PRDATA = ctrl_reg;
                32'h10: PRDATA = value0;
                32'h14: PRDATA = value1;
                32'h18: PRDATA = value2;
                32'h1C: PRDATA = value3;
                32'h20: PRDATA = value4;
                32'h24: PRDATA = value5;
                32'h28: PRDATA = value6;
                32'h2C: PRDATA = value7;
                32'h30: PRDATA = value8;
                32'h34: PRDATA = value9;
                default: begin
                    PRDATA  = 32'h00000000;
                    PSLVERR = 1'b1;  
                end
            endcase
        end
    end
endmodule
`timescale 1ns / 1ps
module sns_module#(
    parameter integer DATA_WIDTH = 32
)(
    input wire clk,
    input wire reset_n,
    input wire shift_en,
    input wire [DATA_WIDTH-1:0] new_value,
    output wire [DATA_WIDTH-1:0] value0,
    output wire [DATA_WIDTH-1:0] value1,
    output wire [DATA_WIDTH-1:0] value2,
    output wire [DATA_WIDTH-1:0] value3,
    output wire [DATA_WIDTH-1:0] value4,
    output wire [DATA_WIDTH-1:0] value5,
    output wire [DATA_WIDTH-1:0] value6,
    output wire [DATA_WIDTH-1:0] value7,
    output wire [DATA_WIDTH-1:0] value8,
    output wire [DATA_WIDTH-1:0] value9
);
    reg [DATA_WIDTH-1:0] internal_values [0:9];
    assign value0 = internal_values[0];
    assign value1 = internal_values[1];
    assign value2 = internal_values[2];
    assign value3 = internal_values[3];
    assign value4 = internal_values[4];
    assign value5 = internal_values[5];
    assign value6 = internal_values[6];
    assign value7 = internal_values[7];
    assign value8 = internal_values[8];
    assign value9 = internal_values[9];
    always @(posedge clk or negedge reset_n) begin
        if (!reset_n) begin
            internal_values[0] <= 0;
            internal_values[1] <= 0;
            internal_values[2] <= 0;
            internal_values[3] <= 0;
            internal_values[4] <= 0;
            internal_values[5] <= 0;
            internal_values[6] <= 0;
            internal_values[7] <= 0;
            internal_values[8] <= 0;
            internal_values[9] <= 0;
        end else if (shift_en) begin
            internal_values[9] <= internal_values[8];
            internal_values[8] <= internal_values[7];
            internal_values[7] <= internal_values[6];
            internal_values[6] <= internal_values[5];
            internal_values[5] <= internal_values[4];
            internal_values[4] <= internal_values[3];
            internal_values[3] <= internal_values[2];
            internal_values[2] <= internal_values[1];
            internal_values[1] <= internal_values[0];
            internal_values[0] <= new_value;
        end
    end
endmodule
[design/flow/run.sh]
#!/bin/bash
# OpenROAD 26Q1-2900-gdf79404cd8, Yosys 0.63+post, stock flow scripts
make -C /OpenROAD-flow-scripts/flow DESIGN_CONFIG=/design/flow/config.mk WORK_HOME=/design/flow/orfs finish
==> reports/qor.txt <==
yosys stat chip area: 1700 µm²
Failed at: synthesis
Seq share, synth: 0.500
total of warnings raised by yosys: 0
status: stopped before the end
top cells by count: dfrtp_1 (34), and2_1 (33), mux2_4 (30)
Post-synth area hogs: dfrtp_1 (50%), mux2_4 (26%), and2_1 (12%)
post-synth top area cell: dfrtp_1
# Cells Yosys: 122
number of enable flip-flop cells: 0
Largest type area fraction: 0.500
top-count cell post-synth: dfrtp_1
Commonest flop: dfrtp_1
FFs w/ async S/R, synth: 1.00
Registers, synthesis: 34
First Err: ERROR: Found 1 problems in 'check -assert'.
synth unique cells: 19
==> cells by family after synthesis <==
family	Yosys count	synth area share
AOI/OAI and AO/OA	3	0.0125
buffers and inverters	7	0.0287
DFF	34	0.500
muxes	33	0.285
and+or+nand+nor	45	0.174
